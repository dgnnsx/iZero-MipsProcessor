[./design.v]
module BCD_quatro_digitos(numero, sinal, milhar, centena, dezena, unidade);
	input [31:0] numero;  
	output reg sinal;  
	output reg [3:0] milhar;  
	output reg [3:0] centena;  
	output reg [3:0] dezena;  
	output reg [3:0] unidade;  
	reg [31:0] aux;  
	integer i;  
	always @ (numero) begin
		aux = 32'b0;
		milhar = 4'b0000;
		centena = 4'b0000;
		dezena = 4'b0000;
		unidade = 4'b0000;
		if(numero[31] == 0) begin
			sinal = 1'b0;			
			for(i = 15; i >= 0; i = i-1) begin
				if(milhar >= 5) milhar = milhar + 4'd3;
				if(centena >= 5) centena = centena + 4'd3;
				if(dezena >= 5) dezena = dezena + 4'd3;
				if(unidade >= 5) unidade = unidade + 4'd3;
				milhar = milhar << 1;
				milhar[0] = centena[3];				
				centena = centena << 1;
				centena[0] = dezena[3];
				dezena = dezena << 1;
				dezena[0] = unidade[3];
				unidade = unidade << 1;
				unidade[0] = numero[i];
			end
		end
		else begin
			aux = ~(numero) + 16'b0000000000000001;
			sinal = 1'b1;
			for(i = 15; i >= 0; i = i-1) begin
				if(milhar >= 5) milhar = milhar + 4'd3;
				if(centena >= 5) centena = centena + 4'd3;
				if(dezena >= 5) dezena = dezena + 4'd3;
				if(unidade >= 5) unidade = unidade + 4'd3;
				milhar = milhar << 1;
				milhar[0] = centena[3];		
				centena = centena << 1;
				centena[0] = dezena[3];
				dezena = dezena << 1;
				dezena[0] = unidade[3];
				unidade = unidade << 1;
				unidade[0] = aux[i];
			end
		end
	end
endmodule
[./run.sh]
#!/bin/bash
# OpenROAD 26Q1-2900-gdf79404cd8, Yosys 0.63+post, stock flow scripts
make -C /OpenROAD-flow-scripts/flow DESIGN_CONFIG=/design/flow/config.mk WORK_HOME=/design/flow/orfs finish
[./config.mk]
export PLATFORM = sky130hd
export DESIGN_NAME = BCD_quatro_digitos
export DESIGN_NICKNAME = BCD_quatro_digitos
export VERILOG_FILES = /design/flow/design.v
export SDC_FILE = /design/flow/constraint.sdc
export NUM_CORES = 4
export LEC_CHECK = 1
export CORE_UTILIZATION = 30
[./constraint.sdc]
current_design BCD_quatro_digitos

set clk_period 35.2
set clk_io_pct 0.2

create_clock -name clk0 -period $clk_period

set non_clock_inputs [all_inputs -no_clocks]
set_input_delay [expr $clk_period * $clk_io_pct] -clock clk0 $non_clock_inputs
set_output_delay [expr $clk_period * $clk_io_pct] -clock clk0 [all_outputs]
==> job_summary.md <==
## PnR job results

| Metric | Value |
|---|---|
| Register share after synthesis | `0` |
| Dpl hpwl | `17900 um` |
| Starting DRT DRC Count | `539` |
| Top Layout Cells | `120 x ha_1, 118 x inv_1, 95 x nor2_1` |
| Filler cells | `3287` |
| Design area | `0.0105 mm^2` |
| Synth warnings | `1` |
| Die area | `0.0329 mm^2` |
| Worst setup EP type | `primary output` |
| Top area contributor share | `0.156` |
| Core Box Area | `0.0316 mm^2` |
| RSZ-0062 raised after global routing | `no` |
| GRT overflow | `0` |
| GPL Wtd Cong | `0.902` |
| Antenna viol nets, final | `0` |
| Top cell excl fill/tap | `ha_1` |
| DIE HEIGHT | `181 um` |
| Placed Area | `0.0104 mm^2` |
| Tot GR Track Use | `0.129` |
| Critical path's largest stage delay | `0.69 ns` |
| Rel. slew slack | `0.431` |
| Largest area contributor in the netlist | `ha_1` |
| Init Core Util | `0.305` |
| Die Width | `181 um` |
| Setup slack after layout | `2.59 ns` |
| Post-CTS Repair Setup Buffers | `0` |
| Hold-fix buffers, CTS | `0` |
| Worst path slowest cell | `nor4b_1` |
| # Cells Yosys | `1323` |
| Hold WS | `15.03 ns` |
| TNS Setup | `0 ns` |
| First-pass detailed-route iteration total | `5` |
| Post-Syn Area per Cell | `7.30 um^2` |
| Final hold viol count | `0` |
| PortBufs | `34` |
| Clkbuf count | `0` |
| DP Worst Slack | `2.82 ns` |
| # setup viols final | `0` |
| Synth cell types | `121` |
| Most used cell, CP | `ha_1` |
| Cell Rows | `65` |
| Util after Layout | `0.330` |
| Top cells by area | `ha_1 16%, mux2i_1 6.3%, inv_1 4.6%, mux2_2 4.2%, xnor2_1 4.0%` |
| Number of OpenROAD warnings | `95` |
| Worst Path Class, Setup | `input port to primary output` |
| Period utilisation layout | `0.926` |
| Cells after synthesis | `1323` |
| First-pass GRT wire length | `37000 um` |
| Area Overhead vs Synth | `8.28%` |
| Largest net degree at the start of global routing | `17` |
| WL final | `21500 um` |
| Fin crit period | `32.61 ns` |
| Worst Path Required | `28.16 ns` |
| Worst Path Arrival | `25.57 ns` |
| Vias in the first global route | `8160` |
| HP Class | `input port to primary output` |
| Routed vias/inst | `5.40` |
| Status | `finished clean` |
| Placed cells | `1748` |
| Critical Path Start Type | `input port` |
| Slew Viols, Final | `0` |
| Syn Std Cell Area | `0.00965 mm^2` |
| Flops | `0` |
| Maxcap violations | `0` |
| Ports | `49` |
| Avg WL per Cell | `12.3 um` |
| PostCTS Resize Cnt | `0` |
| Initial antenna violation count | `1` |
| Share of layout cells above drive strength 1 | `0.110` |
| Achievable clock frequency | `30.7 MHz` |
| Vias post-DR | `9443` |
| Seq. cell area | `0 um^2` |
| Non-filler cells, final | `1749` |
| Max FO, Critical Path | `11` |
| # DRC | `0` |
| Tightest Pin Transition | `0.841 ns` |
| Yosys Chip Area | `0.00965 mm^2` |
[critical path: cells and delay by family]
kind	cells	cell delay [ns]
XOR/XNOR	7	1.97
adder cells (fa/ha/maj)	12	2.92
multiplexers	4	1.13
AND/OR/NAND/NOR	31	5.75
buffers and inverters	15	2.50
AND-OR/OR-AND	16	4.23
[layer usage]
| layer | GRT usage | part of all wire |
|---|---|---|
| met3 | 0.00534 | 0.025 |
| met4 | 0.00407 | 0.0031 |
| met5 | 0 | 0 |
| met2 | 0.200 | 0.42 |
| met1 | 0.205 | 0.55 |
[synthesized netlist by cell type, types with 13 or more instances]
library cell  number
a21o_1            21
o21ai_0           62
o21ai_1           15
o22ai_1           14
o211ai_1          22
nand2b_1          42
o21a_1            14
and2_1            21
ha_1             120
nand3_1           44
mux2i_1           61
or2_2             14
inv_2             14
xnor2_1           44
nor2_1            95
a211oi_1          16
mux2_2            36
o31ai_1           16
nor2b_1           21
a31oi_1           15
nand2_1           71
a211o_1           13
a21oi_1           72
nor3_1            33
inv_1            118
nand4_1           17
[cell type report]
cell class / instances / area, um^2 / area share
diodes: 1 / 2.50 / 0.000239
inverters: 135 / 507 / 0.0485
multi-input cells: 1173 / 9070 / 0.868
well taps: 402 / 503 / 0.0481
repair buffers: 38 / 370 / 0.0354
[logic make-up (layout without fill, tap and decap cells)]
| logic type | Yosys count | after routing | share of synthesized area |
|---|---|---|---|
| adder cells (fa/ha/maj) | 120 | 120 | 0.156 |
| XOR/XNOR | 57 | 57 | 0.0563 |
| other | 0 | 1 | 0 |
| buffers and inverters | 150 | 173 | 0.0604 |
| AND-OR/OR-AND | 439 | 439 | 0.347 |
| AND/OR/NAND/NOR | 452 | 452 | 0.263 |
| multiplexers | 105 | 105 | 0.118 |
[worst paths after layout]
| path | start | endpoint | slack, ns | cells after the start |
|---|---|---|---|---|
| min | numero[0] | unidade[0] | 15.03 | 2 |
| max | numero[1] | unidade[1] | 2.59 | 85 |
