## ./design.v

```verilog
module bios(
	input [25:0] pc,										 
	output [31:0] instrucao);							 
	localparam BIOS_SIZE = 59;							 
	wire [31:0] bios [BIOS_SIZE-1:0];				 
	assign bios[0] = 32'b111100_00000000000000000000101111;		 
	assign bios[1] = 32'b000001_11110_11110_0000000000000010; 	 
	assign bios[2] = 32'b010000_00000_00001_0000000000010100; 	 
	assign bios[3] = 32'b011110_00000_00001_0000000000000000; 	 
	assign bios[4] = 32'b010011_00000_01111_0000000000000000; 	 
	assign bios[5] = 32'b010000_00000_00001_0000000000010101; 	 
	assign bios[6] = 32'b011110_00000_00001_0000000000000000; 	 
	assign bios[7] = 32'b010011_00000_10000_0000000000000000; 	 
	assign bios[8] = 32'b010000_00000_00001_0000000000010110; 	 
	assign bios[9] = 32'b011110_00000_00001_0000000000000000; 	 
	assign bios[10] = 32'b010011_00000_10001_0000000000000000; 	 
	assign bios[11] = 32'b010000_00000_00001_0000000000010111; 	 
	assign bios[12] = 32'b011110_00000_00001_0000000000000000; 	 
	assign bios[13] = 32'b010011_00000_10010_0000000000000000; 	 
	assign bios[14] = 32'b000000_11111_00000_00000_00000_010010; 	 
	assign bios[15] = 32'b000001_11110_11110_0000000000000101; 	 
	assign bios[16] = 32'b010000_00000_01111_0000000000111111; 	 
	assign bios[17] = 32'b010010_11110_01111_0000000000000000; 	 
	assign bios[18] = 32'b010000_00000_10000_0000000000000000; 	 
	assign bios[19] = 32'b010010_11110_10000_1111111111111111; 	 
	assign bios[20] = 32'b001111_11110_00101_1111111111111111; 	 
	assign bios[21] = 32'b001110_00101_00001_0000000000000000; 	 
	assign bios[22] = 32'b010110_00001_10001_0000000000000000; 	 
	assign bios[23] = 32'b010010_11110_10001_1111111111111110; 	 
	assign bios[24] = 32'b001111_11110_00101_1111111111111110; 	 
	assign bios[25] = 32'b001101_00101_10010_0000000000011010; 	 
	assign bios[26] = 32'b001111_11110_00110_0000000000000000; 	 
	assign bios[27] = 32'b000000_10010_00110_10011_00000_001101; 	 
	assign bios[28] = 32'b010101_10011_00000_0000000000101001; 	 
	assign bios[29] = 32'b001110_00101_00001_0000000000000000; 	 
	assign bios[30] = 32'b001111_11110_00111_1111111111111111; 	 
	assign bios[31] = 32'b001110_00111_00010_0000000000000000; 	 
	assign bios[32] = 32'b011010_00010_00001_0000000000000000; 	 
	assign bios[33] = 32'b000001_00111_10100_0000000000000001; 	 
	assign bios[34] = 32'b010010_11110_10100_1111111111111111; 	 
	assign bios[35] = 32'b001111_11110_00111_1111111111111111; 	 
	assign bios[36] = 32'b001110_00111_00001_0000000000000000; 	 
	assign bios[37] = 32'b010110_00001_10101_0000000000000000; 	 
	assign bios[38] = 32'b010010_11110_10101_1111111111111110; 	 
	assign bios[39] = 32'b001111_11110_00101_1111111111111110; 	 
	assign bios[40] = 32'b111100_00000000000000000000011000; 	 
	assign bios[41] = 32'b001111_11110_00101_1111111111111110; 	 
	assign bios[42] = 32'b001110_00101_00001_0000000000000000; 	 
	assign bios[43] = 32'b001111_11110_00110_1111111111111111; 	 
	assign bios[44] = 32'b001110_00110_00010_0000000000000000; 	 
	assign bios[45] = 32'b011010_00010_00001_0000000000000000; 	 
	assign bios[46] = 32'b000000_11111_00000_00000_00000_010010; 	 
	assign bios[47] = 32'b000001_11110_11110_0000000000000001; 	 
	assign bios[48] = 32'b010010_11110_11111_0000000000000000; 	 
	assign bios[49] = 32'b111110_00000000000000000000000001; 	 
	assign bios[50] = 32'b000010_11110_11110_0000000000000010; 	 
	assign bios[51] = 32'b001111_11110_11111_0000000000000000; 	 
	assign bios[52] = 32'b001110_11000_00101_0000000000000000; 	 
	assign bios[53] = 32'b010010_11110_11111_0000000000000000; 	 
	assign bios[54] = 32'b111110_00000000000000000000001111; 	 
	assign bios[55] = 32'b000010_11110_11110_0000000000000101; 	 
	assign bios[56] = 32'b001111_11110_11111_0000000000000000; 	 
	assign bios[57] = 32'b001110_11000_00101_0000000000000000; 	 
	assign bios[58] = 32'b111111_00000000000000000000000000; 	 
	assign instrucao = bios[pc];
endmodule
```

## ./run.sh

```bash
#!/bin/bash
# OpenROAD 26Q1-2900-gdf79404cd8, Yosys 0.63+post, stock flow scripts
make -C /OpenROAD-flow-scripts/flow DESIGN_CONFIG=/design/flow/config.mk WORK_HOME=/design/flow/orfs finish
```

## ./config.mk

```make
export PLATFORM = sky130hd
export DESIGN_NAME = bios
export DESIGN_NICKNAME = bios
export VERILOG_FILES = /design/flow/design.v
export SDC_FILE = /design/flow/constraint.sdc
export NUM_CORES = 4
export LEC_CHECK = 1
export CORE_AREA = 10 10 114 114
export DIE_AREA = 0 0 124 124
```

## ./constraint.sdc

```tcl
current_design bios

set clk_period 3.5
set clk_io_pct 0.2

create_clock -name clk0 -period $clk_period

set non_clock_inputs [all_inputs -no_clocks]
set_input_delay [expr $clk_period * $clk_io_pct] -clock clk0 $non_clock_inputs
set_output_delay [expr $clk_period * $clk_io_pct] -clock clk0 [all_outputs]
```

==> qor.txt <==
P_leak = 1.15 nW
Flop count = 0
DR WL/cell = 17.1 um
Worst VDD drop = 0.0350 mV
Slowest-stage cell, CP = clkdlybuf4s50_1
Worst Path Required = 2.80 ns
Total core area = 10400 um2
Post-DP HPWL = 6600 um
Area delta synth->final = 50.4%
Worst setup SP type = primary input
Kind of critical path = in -> out
Fmax = 298 MHz
Share of layout cells above drive strength 1 = 25.1%
Initial DRC count = 378
Log Warnings = 52
Mapped cell area = 1940 um2
Final WL = 9000 um
Final hold violation count = 0
Top-area cell share = 10.6%
Top-Level Pins = 58
Pin count of the biggest net entering global routing = 38
Hold WS = 2.14 ns
Critical path launch point = pc[2]
Drt drc = 0
Initial antenna violation count = 0
Die Y = 124 um
Clock buffers = 0
Fp util = 18.6%
Buffer and inverter count on the worst path = 3
Drt first pass iters = 5
Ant diodes = 0
Slew headroom = 68.7%
Mapped Cells = 331
Overall power = 0.417 mW
Max Cap Viol = 0
CP Capture Type = output port
Vias per inst = 5.43
Max Slew Vio Count = 0
Delay-heaviest family, CP = buffers and inverters
CP max stage delay = 0.42 ns
CP Depth = 8
PortBufs = 38
CP max FO = 11
Path category of the worst min-delay check = in -> out
Critical path, cell by cell = dlygate4sd2_1 -> bufbuf_16 -> nor2_2 -> a21oi_2 -> o22ai_1 -> a221o_1 -> a221o_1 -> clkdlybuf4s50_1
Power Dens Cells = 143 nW/um2
Area leader, netlist = o21ai_0
Post-synth seq share = 0%
Vias = 2858
Number of cells in Yosys stat = 331
Top cells by area = o21ai_0 11%, a21oi_1 9.8%, buf_2 7.2%, nand2_1 5.8%, buf_4 5.0%
Setup violators final = 0
Tmin final = 3.35 ns
GRT Residual Overflow = 0
Yosys synthesis warning count = 1
Cts hold-fix bufs = 0
# rows = 37
GRT Overall Usage = 11.2%
Crit path to = instrucao[1]
Sequential cell area = 0 um2
ANT nets after route = 0
Die width = 124 um
First-pass GRT wire length = 14100 um
Number of global-route vias before repair = 2634
Die Size = 15400 um2
Logic area = 1680 um2
Least-Margin Pin Slew = 0.465 ns
Routability cong. = 0.983
Yosys stat area = 1940 um2
Unique cell types = 57
Unrepaired setup endpoints after global routing = no
Final Cycle Share = 95.7%
Status = finished, final reports clean
# fillers = 1112
Mean cell area of the mapped netlist = 5.85 um2
Data arrival, critical path = 2.65 ns
CP most frequent cell = a221o_1
routing by layer:
metal	global-route usage [%]	vias up	wire, um
li1	-	1361	-
met3	1.74	19	1100
met2	17.2	191	3880
met5	0	-	0
met1	16.1	1287	3800
met4	2.73	0	209
what timing repair did:
item,in CTS,in global routing
setup endpoints to repair,17,25
gates resized,11,10
pin swaps,2,1
buffers inserted,1,0
cloned,1,1
area by class of cell:
cell class                 instances  area share [%]
tap                              136            5.85
timing repair buffer             112            36.0
inverter                           4           0.516
multi-input combinational        274            57.6
synthesized netlist by cell type, drive strengths merged, types with 2 or more instances:
cell	instances
buf	47
o21ai	42
a21oi	38
nand2	30
nor2	25
nand2b	12
nor2b	12
o22ai	12
nand3	11
a22oi	8
a21o	7
nor3	7
a221oi	6
clkbuf	6
o221ai	6
and2	5
o211ai	5
a221o	4
a31oi	4
and3	4
inv	4
o31ai	3
a211oi	2
a2bb2oi	2
a311oi	2
nor4	2
o2111ai	2
o21a	2
o21bai	2
o32ai	2
or2b	2
cell usage in the layout (no fill, tap or decap), drive strengths merged, types with 8 or more instances in the layout:
cell           instances
a21oi                 38
a22oi                  8
buf                   75
clkdlybuf4s50         31
nand2                 30
nand2b                12
nand3                 11
nor2                  25
nor2b                 12
o21ai                 42
o22ai                 12
per-stage QoR:
| stage | area (um2) | setup slack, ns | util (%) | std cells | TNS [ns] |
|---|---|---|---|---|---|
| finish | 2910 | 0.149 | 27.9 | 526 | 0 |
| global route | 2910 | 0.0133 | 27.9 | 526 | 0 |
| CTS | 2850 | 0.0138 | 27.4 | 525 | 0 |
| detailed placement | 2780 | -0.100 | 26.7 | 523 | -1.06 |
| global placement | 2780 | -0.107 | 26.7 | 523 | -0.713 |
| floorplan | 1940 | 0.839 | - | 331 | 0 |
tightest hold or removal path, stage by stage:
cell and delay (ns):
buf_2 0.20, buf_4 0.23, a21oi_1 0.12, a311oi_1 0.05
dlymetal6s2s_1 0.13
how the worst min path moves through the flow:
| stage | from | to | slack [ns] | cells after the start |
|---|---|---|---|---|
| finish | pc[1] | instrucao[30] | 2.14 | 5 |
| global route | pc[1] | instrucao[30] | 2.20 | 5 |
| CTS | pc[1] | instrucao[16] | 2.26 | 3 |
kinds of logic after synthesis:
family                 share of synthesized area [%]
AOI/OAI and AO/OA                               54.0
and+or+nand+nor                                 29.3
buffers and inverters                           16.2
muxes                                          0.517
where the power goes:
part,internal [mW],switching (mW)
Combinational,0.216,0.201
Sequential,0,0
Clock,0,0
Power is estimated from default activity; no workload was simulated.
