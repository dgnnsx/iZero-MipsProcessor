### flow/config.mk
export PLATFORM = sky130hd
export DESIGN_NAME = banco_de_registradores
export DESIGN_NICKNAME = banco_de_registradores
export VERILOG_FILES = /design/flow/design.v
export SDC_FILE = /design/flow/constraint.sdc
export NUM_CORES = 4
export LEC_CHECK = 1
export CORE_UTILIZATION = 50
### flow/run.sh
#!/bin/bash
# OpenROAD 26Q1-2900-gdf79404cd8, Yosys 0.63+post, stock flow scripts
make -C /OpenROAD-flow-scripts/flow DESIGN_CONFIG=/design/flow/config.mk WORK_HOME=/design/flow/orfs finish
### flow/constraint.sdc
current_design banco_de_registradores

set clk_period 5.1
set clk_io_pct 0.2

create_clock -name clk0 -period $clk_period [get_ports {clock}]

set non_clock_inputs [all_inputs -no_clocks]
set_input_delay [expr $clk_period * $clk_io_pct] -clock clk0 $non_clock_inputs
set_output_delay [expr $clk_period * $clk_io_pct] -clock clk0 [all_outputs]
### flow/design.v
module banco_de_registradores(clock, regWrite, RS, RT,
RD, dadosEscrita, leituraRS, leituraRT);
	input [4:0] RS;  
	input [4:0] RT;  
	input [4:0] RD;  
	input [31:0] dadosEscrita;  
	output [31:0] leituraRS;  
	output [31:0] leituraRT;  
	input clock;
	input regWrite;  
	reg [31:0] regs[31:0];
	always @ (posedge clock) begin
		regs[RD] <= regWrite ? dadosEscrita : regs[RD];
	end
	assign leituraRS = regs[RS];
	assign leituraRT = regs[RT];
endmodule
==> metrics.json <==
{
  "drt": {
    "num_vias": 31412,
    "route.detailed.wl_per_inst_microns": 31.6,
    "drt-pass1-iter-count": 5,
    "via_per_inst": 6.41,
    "drc_errors": 0,
    "drt_iter0_drc": 2226,
    "antenna_left": 0,
    "postRouteWirelength_mm": 155
  },
  "cells_and_area": {
    "stdcell_area_sq_mm": 0.0561,
    "syn2layout_area_growth_pct": 14.9,
    "number_of_flip_flops_under_the_largest_register_name": 1024,
    "reg.largest.list": "regs: 1024 flops",
    "postLayoutCoreUtil": 0.580,
    "final_layout_size_suffix_gt1_frac": 0.108,
    "layoutNonFillerInstCount": 4901,
    "top_register": "regs"
  },
  "setup_path": {
    "slowest_stage_cell_cp": "clkdlybuf4s50_1",
    "worst_setup_path_start_kind": "primary input",
    "critical_path.cell_chain": "clkdlybuf4s50_1, and2_4, buf_12, a22o_1, nor3_1, a31oi_1, nand3_1, clkdlybuf4s50_1",
    "critical_path_peak_fanout": 30,
    "critical_path_arrival_ps": 3720,
    "critical_path_class": "primary input to output pin",
    "crit_path_max_incr_delay_ps": 640,
    "worst_setup_path_end_kind": "output pin",
    "path_common_cell": "clkdlybuf4s50_1",
    "cp.required_ps": 4080
  },
  "power": {
    "pwr_density_mw_per_mm2": 339,
    "proportion_of_power_drawn_by_the_clock_network": 0.410,
    "power.share.combinational": 0.096,
    "internal_power_contribution_mw": 14.6,
    "switching_share": 0.232,
    "leakage_nw": 20.7,
    "switching_power_mw": 4.41,
    "vdd.ir_drop.worst_v": 0.000264,
    "power.share.sequential": 0.494
  },
  "clock_network": {
    "clk_root_buffer_cell": "clkbuf_16",
    "cts_max_level": 3,
    "post_cts_hold_fix_bufs": 0,
    "post_cts_setup_buffers": 0,
    "cts_resized": 0,
    "cts_made_buffers": 109,
    "ctsLongestPathBuffers": 3,
    "cts_tree": "yes",
    "cts_sinks": 1024,
    "clk_pin_slew_ps": 60
  },
  "yosys": {
    "yosysCellCount": 3386,
    "cell_type_with_the_largest_total_area_after_synthesis": "edfxtp_1",
    "synth-compound-area-share": 0.0804,
    "yosys.stat.seqShare": 0.630,
    "count_of_library_flops_with_an_enable_pin": 1024,
    "netlist_top_cells_area": "edfxtp_1 63%, mux2i_1 21%, a22oi_1 3.0%, a22o_1 2.3%, nand3_1 2.0%",
    "ys_sh_xor": 0,
    "synthAdderAreaFrac": 0,
    "synth_async_reset_ratio": 0,
    "synth_instances": 3386,
    "yosys.area.top_type_share": 0.630,
    "synth-main-ff-cell": "edfxtp_1",
    "yosys_area_sq_mm": 0.0488,
    "yosys_register_bits": 1024,
    "average_size_of_a_mapped_cell_sq_um": 14.4,
    "synth.lib_cells_used.distinct": 23,
    "synth.cellmix.simpleShare": 0.0471,
    "mux_cell_area_share": 0.210,
    "syn-cell-area_sq_mm": 0.0488,
    "ys_warn_count": 1,
    "topCombFamilyByArea": "multiplexers"
  },
  "die": {
    "floorplanUtilization": 0.505,
    "chip_area_sq_mm": 0.0988,
    "core_region_area_sq_mm": 0.0967,
    "num_io_pins": 113,
    "die.size.x_microns": 314,
    "die_h_microns": 314,
    "rows": 114
  },
  "timing": {
    "finalCritPeriodShare": 0.930,
    "slew-limit-headroom": 0.245,
    "setup-violations-final": 0,
    "setup-tns-final_ps": 0,
    "layout_setup_ws_ps": 356,
    "final_critical_path_time_including_i_o_delays_and_setup_ps": 4740,
    "timing.final.hold_violations": 0,
    "final-max-slew-violation-count": 0,
    "fmax_mhz": 211,
    "rsz0062_at_grt": "false",
    "worst_pin_slew_ps": 1130
  },
  "global_route": {
    "grt_first_pass_wirelength_mm": 222,
    "vias_in_the_first_global_route": 32769,
    "global_route.usage.total": 0.345,
    "grt_antenna_before_repair": 4,
    "overflow": 0,
    "pin_count_of_the_biggest_net_entering_global_routing": 68
  },
  "run_status": {
    "status": "completed"
  },
  "placement": {
    "port_buffers": 112,
    "place.detailed.hpwl_mm": 86.0,
    "pre_cts_slack_ps": 370,
    "inst_count_dp": 4699,
    "dpl_cell_area_sq_mm": 0.0526,
    "routabilityCongestion": 0.901
  },
  "hold_path": {
    "min_delay_worst_endpoint": "regs[7][22]$_DFFE_PP_",
    "worst_hold_path_type": "primary input to register",
    "holdPathStages": 2,
    "hold_path_startpoint": "dadosEscrita[22]"
  },
  "job": {
    "count_of_maximum_capacitance_violations": 0,
    "log.warning_count": 26
  }
}
placed cells by master (no fill, tap or decap), drive strengths merged:
| master | Yosys | layout |
|---|---|---|
| mux2i | 1024 | 1024 |
| nand2 | 195 | 195 |
| a31oi | 64 | 64 |
| clkdlybuf4s50 | 0 | 110 |
| nand2b | 4 | 4 |
| a22o | 128 | 128 |
| or3 | 1 | 1 |
| nand3b | 5 | 5 |
| clkinv | 0 | 51 |
| nand3 | 194 | 194 |
| clkbuf | 90 | 136 |
| and2 | 2 | 2 |
| clkinvlp | 0 | 2 |
| or2 | 2 | 2 |
| or3b | 3 | 3 |
| edfxtp | 1024 | 1024 |
| nor2 | 35 | 35 |
| bufinv | 0 | 10 |
| nor3 | 64 | 64 |
| buf | 163 | 180 |
| diode | 0 | 1 |
| nor2b | 4 | 4 |
| inv | 0 | 2 |
| a21oi | 192 | 192 |
| a22oi | 192 | 192 |
area by class of cell:
class,instances,area [sq um]
Fill cell,7198,40600
Sequential cell,1024,30700
Multi-Input combinational cell,2109,16800
Timing Repair Buffer,290,3430
Clock buffer,136,2910
Tap cell,1276,1600
Clock inverter,65,598
Antenna cell,1,2.50
how the worst max path moves through the flow:
| stage | from | end | slack [ps] | depth (start not counted) |
|---|---|---|---|---|
| 4_1_cts | RT[0] | leituraRT[14] | 370 | 8 |
| 5_1_grt | RT[0] | leituraRT[11] | 210 | 9 |
| 6_report | RT[0] | leituraRT[14] | 360 | 8 |
critical path, delay by kind of cell:
kind                   cells  cell delay (ps)
AOI/OAI and AO/OA          2              440
buffers and inverters      3             1440
and+or+nand+nor            3              780
power by group through the flow:
| stage | clock network [mW] | logic [mW] | registers (mW) |
|---|---|---|---|
| 4_1_cts | 7.90 | 1.80 | 9.41 |
| 5_1_grt | 8.22 | 1.92 | 9.42 |
| 6_report | 7.80 | 1.82 | 9.41 |
logic make-up after synthesis:
group,Yosys count
AND-OR/OR-AND,576
multiplexers,1024
AND/OR/NAND/NOR,509
buffers and inverters,253
flip-flops,1024
stage by stage:
step,hold slack [ps],total power [mW]
3_5_place_dp,1860,11.4
4_1_cts,1130,19.1
3_3_place_gp,1850,11.4
6_report,1160,19.0
2_1_floorplan,1120,10.5
5_1_grt,1170,19.6
Yosys cell counts (2+ instances only):
master / n
buf_2: 70
nor2b_1: 4
clkbuf_4: 4
or2_2: 2
a22oi_1: 192
a21oi_1: 192
a31oi_1: 64
or3b_2: 3
and2_1: 2
a22o_1: 128
buf_4: 47
mux2i_1: 1024
nor3_1: 64
edfxtp_1: 1024
nand2b_1: 4
nand3_1: 194
nand2_1: 195
clkbuf_1: 86
buf_6: 45
nand3b_1: 5
nor2_1: 35
metal layers:
layer / GRT usage / wire [microns] / up-vias
met5: 0.0164 / 188 / -
met2: 0.479 / 68900 / 2154
met4: 0.0987 / 5860 / 12
li1: - / - / 13705
met1: 0.461 / 53600 / 15199
met3: 0.239 / 26200 / 342
No activity file was given, so power comes from the tool's default toggle rates.
