==> flow/config.mk <==
export PLATFORM = sky130hd
export DESIGN_NAME = mmu
export DESIGN_NICKNAME = mmu
export VERILOG_FILES = /design/flow/design.v
export SDC_FILE = /design/flow/constraint.sdc
export NUM_CORES = 4
export LEC_CHECK = 1
export CORE_UTILIZATION = 30
==> flow/constraint.sdc <==
current_design mmu

set clk_period 6.7
set clk_io_pct 0.2

create_clock -name clk0 -period $clk_period [get_ports {clk}]
create_clock -name clk1 -period $clk_period [get_ports {clk_50}]

set non_clock_inputs [all_inputs -no_clocks]
set_input_delay [expr $clk_period * $clk_io_pct] -clock clk0 $non_clock_inputs
set_output_delay [expr $clk_period * $clk_io_pct] -clock clk0 [all_outputs]
==> flow/design.v <==
module mmu(clk_50, clk, we_addr, we_sel, userMode, kernelMode, sel, offset, addrIn, inta, addrOut, isUser);
	input clk_50;
	input clk;
	input we_addr;
	input we_sel;
	input userMode;
	input kernelMode;
	input [31:0] sel;
	input [31:0] offset;
	input [25:0] addrIn;									 
	input inta;
	output reg [25:0] addrOut;							 
	output isUser;
	reg [31:0] lowerIM[10:0];						 
	reg [31:0] upperIM[10:0];						 
	reg [31:0] lowerDM[10:0];						 
	reg [31:0] upperDM[10:0];						 
	reg [31:0] selector;								 
	wire [31:0] enderecoLogico;					 
	localparam KERNEL_MODE = 1'b0, USER_MODE = 1'b1;
	reg EXECUTION_MODE;
	initial begin
		EXECUTION_MODE <= KERNEL_MODE;
	end
	always @ (posedge clk) begin
		if (we_addr)
			lowerIM[selector] <= offset;
	end
	always @ (posedge clk) begin
		if (we_sel)
			selector <= sel;
	end
	always @ (posedge clk) begin
		if (userMode)
			EXECUTION_MODE <= USER_MODE;
		if (kernelMode | inta)
			EXECUTION_MODE <= KERNEL_MODE;
	end
	assign enderecoLogico = EXECUTION_MODE == KERNEL_MODE ? addrIn : addrIn + lowerIM[selector];
	always @ (posedge clk_50) begin
		addrOut <= enderecoLogico[25:0];
	end
	assign isUser = EXECUTION_MODE;
endmodule
==> flow/run.sh <==
#!/bin/bash
# OpenROAD 26Q1-2900-gdf79404cd8, Yosys 0.63+post, stock flow scripts
make -C /OpenROAD-flow-scripts/flow DESIGN_CONFIG=/design/flow/config.mk WORK_HOME=/design/flow/orfs finish
==> flow_results.org <==
#+TITLE: Implementation results

** Placed design
- Detailed placement reports a standard cell area of 14900 sq um.
- Count of input and output buffers :: 88
- Detailed placement finished with a half-perimeter wire length of 16700 um.
- Cell count after placement :: 1361
- Pre-CTS setup slack :: 2.07 ns
- At the end of routability-driven placement, the weighted congestion stood at 0.850.

** Final timing
- Worst max-slew margin expressed relative to the limit :: 55.3%
- Setup repair after global routing left no endpoint under its margin.
- Between clock sinks in the finished design, the worst skew comes to 0.00748 ns.
- From the final report, the count of setup violators was given as 0.
- Summed over all failing endpoints, the final setup total negative slack is 0 ns.
- Crit path setup slack, layout :: 1.78 ns
- Number of hold violations in the final report :: 0
- Final number of max-transition violations :: 0
- The transition time recorded at the tightest slew-check pin is 0.666 ns.

** Critical path
- By instance count, the cell type seen most on the critical path is sky130_fd_sc_hd__mux4_2.
- Path type of the worst setup path :: flop to flop
- Crit-path max FO :: 29
- Largest delay share family, worst path :: AND-OR/OR-AND gates
- The critical path's slowest stage uses the library cell sky130_fd_sc_hd__dfxtp_4.
- Critical Path RT :: 6.85 ns
- The longest incremental delay of any stage on the critical path is reported as 0.75 ns.
- Critical path buffers and inverters :: 0
- The critical path goes through mux4_2 > mux4_2 > ha_1 > fa_1 > a211oi_1 > o21bai_1 > o21ai_0 > o211ai_1 > a21oi_1 > xnor2_1 > mux2_2.
- The worst setup path is captured at a flop.
- Arrival time of the worst setup path :: 5.07 ns
- STA classifies the critical path startpoint as a flop.

** Power
- Internal power :: 3540 uW
- Leakage Power :: 0.00514 uW
- Relative contribution of the clock network to total power :: 37.1%
- Switching power :: 1010 uW
- In this run, the combinational gates consume 13.1% of the power.
- Per the breakdown, switching nets consume 22.3% of all power.
- Overall power consumption after layout is estimated at 4550 uW.
- Across the VDD grid, the largest voltage drop is 0.196 mV.
- Power density cells :: 286 nW/um^2
- Sequential share of power :: 49.8%

** Yosys
- Number of enable flip-flop cells :: 290
- A synthesized cell averages 18.9 sq um.
- Commonest register cell after synthesis :: sky130_fd_sc_hd__edfxtp_1
- The warning tally printed by Yosys for this design is 1.
- The synthesized netlist contains 57 unique library cells.
- Of the total synthesized cell area, the portion taken by full adders, half adders and majority gates is 2.51%.
- Number of cells in the yosys synthesis report :: 703
- Area figure in the yosys stat output :: 13300 sq um
- Before any placement, the netlist area is recorded as 13300 sq um.
- Comb area leader :: multiplexers
- Share of the yosys chip area belonging to registers :: 70.2%
- In the synthesized netlist the async set-or-reset flop fraction comes to 0%.
- The portion of synthesized area spent on multiplexers is 17.2%.
- Synth Area in XOR/XNOR :: 1.25%
- After synthesis the netlist holds a flip-flop and latch count of 321.
- The synthesized netlist handed to floorplanning was reported with a cell count of 703.
- In this run, the synthesized area fraction spent on AND-OR/OR-AND gates is recorded as 4.32%.
- Simple-gate share of the synthesized area :: 3.16%

** Worst hold path
- Type of the worst min-delay path :: flop to flop

** Detailed routing
- Antenna repair during routing inserted a diode count of 0.
- The script logs the mean routed wire length per placed instance as 19.9 um.
- First DRT Iteration DRCs :: 450
- Number of vias in the routed layout :: 6787
- Via density per instance :: 4.79
- TritonRoute reported its final design rule violation total as 0.
- Post-route ant nets :: 0
- The final layout contains routed wiring with a total length of 28200 um.
- First-pass iteration count of the detailed router :: 4

** Status
- The flow ran to the end, and the final reports show no timing, DRC or antenna violations.

** Global route
- Global-route total usage across every layer :: 13.7%
- The total overflow left after global routing is 0.
- The number of global-route vias before repair is 7346.
- First-pass GRT wire length :: 42800 um
- Largest net degree at the start of global routing :: 50
- The number of antenna violations at the first check in global routing was 2.

** Clock tree
- # clock sinks :: 321
- In this run the post-CTS setup repair buffer count came out at 0.
- The registers of the reported paths see a clock transition of 0.06 ns.
- The number of hold buffers added after CTS was 0.
- Clock tree from TritonCTS :: yes
- The report lists the number of cells resized after CTS as 0.

** Finish
- Per the run report, area growth between synthesis and finish was 19.9%.
- The layout has 3980 filler cells.
- After the flow finishes, the layout carries non-filler instances totaling 1418.
- Layout cells sized above 1 :: 23.6%
- Summed area of non-filler cells in the final layout :: 15900 sq um

** Die
- The die covers 45100 sq um.
- The die is 212 um wide.
- In this run the vertical extent of the chip is 212 um.
- Number of I/O pins :: 124
- Core Density at Floorplan :: 30.6%
- The total area inside the core boundary comes to 43400 sq um.
- The floorplan has 76 rows.

** Run
- Tool Warnings :: 60
- In this run the maximum-capacitance check reported violations numbering 0.
routing by layer:
metal  share of wire (%)  global-route usage [%]  vias to the layer above
li1                    -                       -                     3106
met1                  37                    16.7                     3283
met2                  46                    20.5                      341
met3                  15                    9.49                       53
met4                 2.3                    2.68                        4
met5               0.074                       0                        -
power by group through the flow:
stage / registers (uW) / logic (uW) / clock network, uW
CTS: 2270 / 606 / 1730
finish: 2270 / 598 / 1690
global route: 2270 / 664 / 1800
cells in the mapped netlist (9+ instances only):
cell                       instances  share of area [%]
sky130_fd_sc_hd__a21o_1            9               0.51
sky130_fd_sc_hd__a21oi_1          24               0.90
sky130_fd_sc_hd__buf_2             9               0.34
sky130_fd_sc_hd__clkbuf_1         15               0.42
sky130_fd_sc_hd__dfxtp_1          31                4.7
sky130_fd_sc_hd__edfxtp_1        290                 66
sky130_fd_sc_hd__ha_1             25                2.4
sky130_fd_sc_hd__mux2_2           45                3.8
sky130_fd_sc_hd__mux4_2           77                 13
sky130_fd_sc_hd__nand2_1          24               0.68
sky130_fd_sc_hd__nor2_1           24               0.68
sky130_fd_sc_hd__o21ai_0          14               0.53
sky130_fd_sc_hd__xnor2_1          14               0.92
logic make-up after synthesis:
logic type | after synthesis
adders and majority gates | 26
muxes | 125
AOI/OAI and AO/OA | 87
and+or+nand+nor | 86
buffers and inverters | 39
DFF | 321
xor gates and xnor gates | 19
layout by cell type (no fill, tap or decap), drive strengths merged, types with 2 or more instances in the layout:
cell	instances
o311ai	2
o21ai	14
o2111ai	2
nand3	8
clkbuf	43
xor2	5
xnor2	14
nand2b	3
o21bai	3
o211ai	4
nand2	24
clkdlybuf4s50	88
ha	25
buf	16
a211oi	5
nor4	2
and3	4
nor2b	2
nor2	24
mux2	48
inv	8
clkinv	12
a21o	10
a21oi	24
nand4	6
edfxtp	290
dfxtp	31
nor3	5
a31oi	5
o21a	3
bufinv	2
and2	2
o31a	3
mux4	77
a221o	2
final timing paths:
path	start	endpoint	slack [ns]	depth (start not counted)
worst max-delay path	flop	addrOut[22]	1.78	11
worst min-delay path	selector[3]	flop	0.57	1
worst max register to register	flop	addrOut[22]	1.78	11
worst min register to register	selector[3]	flop	0.57	1
max in group clk0	we_addr	lowerIM[2][16]	3.60	4
min in group clk1	EXECUTION_MODE	addrOut[16]	1.02	2
per-stage QoR:
step | hold WS, ns | util (%)
2_1_floorplan | 0.508 | -
3_3_place_gp | 0.544 | 34.4
3_5_place_dp | 0.553 | 34.4
4_1_cts | 0.565 | 36.7
5_1_grt | 0.594 | 36.7
6_report | 0.569 | 36.7
cell type report:
class / instances / area (sq um) / area share [%]
sequential: 321 / 9340 / 58.6
multi-input combinational: 343 / 3810 / 23.9
timing repair buffer: 104 / 1010 / 6.36
clock buffer: 43 / 895 / 5.62
tap: 585 / 732 / 4.60
clock inverter: 14 / 108 / 0.676
inverter: 8 / 30.0 / 0.189
registers in the layout, summed over array words and instances (netlist names), named ones only:
register	flops
addrOut	26
lowerIM	286
EXECUTION_MODE	1
selector	4
worst reg2reg max path, cell delays in order (launching register included):
cell and delay [ns]:
sky130_fd_sc_hd__dfxtp_4 0.75, sky130_fd_sc_hd__mux4_2 0.59, sky130_fd_sc_hd__mux4_2 0.54, sky130_fd_sc_hd__ha_1 0.25, sky130_fd_sc_hd__fa_1 0.46, sky130_fd_sc_hd__a211oi_1 0.31, sky130_fd_sc_hd__o21bai_1 0.16, sky130_fd_sc_hd__o21ai_0 0.50
sky130_fd_sc_hd__o211ai_1 0.33, sky130_fd_sc_hd__a21oi_1 0.28, sky130_fd_sc_hd__xnor2_1 0.09, sky130_fd_sc_hd__mux2_2 0.26
No activity file was given, so power comes from the tool's default toggle rates.
